$ cat ./run.sh
#!/bin/bash
# OpenROAD 26Q1-2900-gdf79404cd8, Yosys 0.63+post, stock flow scripts
make -C /OpenROAD-flow-scripts/flow DESIGN_CONFIG=/design/flow/config.mk WORK_HOME=/design/flow/orfs finish
$ cat ./config.mk
export PLATFORM = sky130hd
export DESIGN_NAME = SPI_state_machine
export DESIGN_NICKNAME = SPI_state_machine
export VERILOG_FILES = /design/flow/design.v
export SDC_FILE = /design/flow/constraint.sdc
export NUM_CORES = 4
export LEC_CHECK = 1
export CORE_AREA = 10 10 77 77
export DIE_AREA = 0 0 87 87
$ cat ./constraint.sdc
current_design SPI_state_machine

set clk_period 2.8
set clk_io_pct 0.2

create_clock -name clk0 -period $clk_period [get_ports {clk}]

set non_clock_inputs [all_inputs -no_clocks]
set_input_delay [expr $clk_period * $clk_io_pct] -clock clk0 $non_clock_inputs
set_output_delay [expr $clk_period * $clk_io_pct] -clock clk0 [all_outputs]
$ cat ./design.v
`timescale 1ns / 1ns
module SPI_state_machine(
	input wire clk,                  
    input wire reset,                
  	input wire [23:0]data_in,
  	output wire spi_cs_l,
    output wire spi_sclk,            
    output wire spi_data,            
  	output [5:0] counter      
);
    wire [40:0] temp;
  	reg MOSI;
  	reg [5:0] count;                    
    reg sclk;
    reg cs_l;                  
    reg [2:0] state;
    assign temp = {8'b11111111, data_in[23:8], 8'd1, data_in[7:0]};
	always@(posedge clk or posedge reset)
    if(reset) begin
      	MOSI  <= 0;
        count <= 6'd40;
        sclk  <=  1'b0;
        cs_l  <=  1'b1;
    end
    else begin     
        case(state)
            0: begin
                sclk   <= 1'b0;
              	cs_l   <= 1'b1;
                state  <= 1;
            end 
            1: begin
                sclk        <= 1'b0;
              	cs_l        <= 1'b0;
                MOSI	      <= temp[count-1];
                count       <= count-1;
                state       <= 2;
            end 
            2:begin
                sclk    <= 1'b1;
                if(count > 0)begin
                    state <= 1;
                end
                else begin
                    count <= 6'd40;
                    state <= 0;
                end
            end
            default: state <= 0;
        endcase
    end
    assign spi_sclk = sclk;
    assign spi_data = MOSI;
    assign counter = count;
  	assign spi_cs_l = cs_l;
endmodule 		
==> run summary <==
n_diodes -> 0
max_slew headroom -> 0.621
Placer Congestion -> 0.884
average wire per standard cell -> 14.0 um
H-Tree Depth -> 1
pre-CTS setup slack -> 375 ps
max_cap viols -> 0
status -> finished, final reports clean
crit share post-route -> 0.831
share of layout cells above drive strength 1 -> 0.122
Post-CTS Hold Fix Bufs -> 0
post-CTS sizing -> 0
CP startpoint kind -> flip-flop
CP endpoint kind -> flip-flop
critical path data required time -> 2890 ps
f_max -> 430 MHz
Die X -> 87 um
row cnt -> 24
Hold Startpoint -> state[0]
grt ovf -> 0
final worst slack -> 473 ps
Yosys Instances -> 101
TritonCTS Buffers -> 3
peak supply drop -> 0.000416 V
Slew Limit Fails -> 0
fp_density -> 0.215
Total GRT Usage -> 0.0693
Netlist cell types -> 41
Routed WL -> 2560 um
# DRC -> 0
first-pass GRT wire length -> 4240 um
Port Buf Inserts -> 34
R2R cell count -> 7
main flop type -> dfrtp_1
skew final -> 2.13 ps
Die H -> 87 um
DR vias/cell -> 4.69
top logic cells by instance count in the layout -> 34 x clkdlybuf4s50_1, 9 x nand2_1, 7 x nor2_1, 7 x inv_1
count of tool warnings -> 25
clk latency late pin -> 240 ps
asr flop ratio synth -> 0.750
Syn Std Cell Area -> 936 sq um
clk buf depth -> 2
vias in the first global route -> 835
EDFF count, synth -> 1
Gate Count Post-Synth -> 101
RSZ-0062 raised after global routing -> no
reg2reg start -> count[1]
Yosys chip area -> 936 sq um
postcts setup bufs -> 0
total die size -> 0.00757 sq mm
setup violators final -> 0
Seq share, synth -> 0.320
Commonest Layout Cell -> clkdlybuf4s50_1
LEAKAGE -> 0.506 nW
root buf cell -> clkbuf_8
setup slack, reg-to-reg -> 470 ps
endpoints failing hold -> 0
WS Path Type -> reg2reg
crit path max fanout -> 8
initial DRC count -> 105
FF+latch count, synth -> 12
Worst Hold Class -> reg2reg
initial antenna violation count -> 0
area grow syn2layout -> 44.4%
hold path endpoint -> cs_l
DRT antenna net count -> 0
via count -> 859
min cycle time layout -> 2330 ps
pwr dens -> 963 mW/mm^2
Post-Route Setup TNS -> 0 ps
Mean Syn Cell Area -> 9.27 sq um
CP Data Arrival Time -> 2410 ps
CTS clk-pin slew, worst paths -> 50 ps
clk sinks -> 12
largest net degree at the start of global routing -> 15
yosys warns -> 1
Reg-to-Reg End -> MOSI
Worst-Margin Slew -> 565 ps
drt pass-1 iters -> 5
worst hold path depth -> 2
top-level port count -> 35
CORE AREA -> 0.00435 sq mm
CTS tree -> done
post-DP HPWL -> 2040 um
## metrics by stage
stage	cell area (sq um)	hold WS, ps	cells	power [mW]	utilization
6_report	1350	485	183	1.30	0.310
5_1_grt	1350	523	183	1.44	0.310
4_1_cts	1350	483	183	1.32	0.310
3_5_place_dp	1310	477	179	1.15	0.300
3_3_place_gp	1310	473	179	1.14	0.300
2_1_floorplan	936	397	101	0.901	-
## cells by family (layout without fill, tap and decap cells)
kind of cell,after synthesis,in the layout,synth area share
AND/OR/NAND/NOR,35,35,0.191
AND-OR/OR-AND,22,22,0.158
buffers and inverters,16,46,0.0735
flip-flops,12,12,0.320
multiplexers,8,8,0.179
XOR/XNOR,7,7,0.0655
adder cells (fa/ha/maj),1,1,0.0134
## registers in the layout, indices dropped and copies added, names as in the netlist, named ones only
name	cells
count	6
state	2
MOSI	1
cs_l	1
sclk	1
## power by group
group,switching (mW),internal (mW),total (mW)
Combinational,0.311,0.455,0.766
Sequential,0.129,0.248,0.377
Clock,0.0576,0.0998,0.157
## Yosys cell counts (all sizes together), types with 2 or more instances
cell type | n | area (sq um)
nand2 | 9 | 33.8
dfrtp | 6 | 150
nor2 | 7 | 26.3
nor3 | 6 | 30.0
xnor2 | 5 | 43.8
buf | 3 | 20.0
o22ai | 3 | 18.8
a21oi | 4 | 20.0
a21boi | 3 | 22.5
or2 | 2 | 12.5
dfstp | 3 | 78.8
or3 | 2 | 13.8
o21ai | 5 | 25.0
xor2 | 2 | 17.5
inv | 7 | 26.3
nor2b | 2 | 12.5
dfxtp | 2 | 40.0
mux4 | 6 | 146
clkbuf | 6 | 22.5
## worst max-delay path by stage
| stage | start | to | slack (ps) | cells after the start |
|---|---|---|---|---|
| CTS | count[1] | MOSI | 480 | 7 |
| global route | count[1] | MOSI | 340 | 7 |
| finish | count[1] | MOSI | 470 | 7 |
## final cells by class
| class | instances | area, sq um |
|---|---|---|
| well taps | 52 | 65.1 |
| multi-input cells | 73 | 568 |
| clock buffers | 4 | 45.0 |
| flip-flops and latches | 12 | 299 |
| inverters | 7 | 26.3 |
| repair buffers | 35 | 348 |
| fillers | 423 | 3000 |
## critical path: stages (launching register included)
cell and delay [ps]:
dfrtp_1 480, inv_1 70, ha_1 450, mux4_2 360
and3_1 200, o32a_1 310, a21boi_0 200, a221oi_1 110
## routing by layer
metal | vias up | wire length [um] | track usage
li1 | 427 | - | -
met1 | 400 | 1120 | 0.0968
met2 | 28 | 1220 | 0.105
met3 | 4 | 203 | 0.0245
met4 | 0 | 22 | 0.00589
met5 | - | 0 | 0
Power and IR drop assume default switching activity.
